### flow/run.sh
#!/bin/bash
# OpenROAD 26Q1-2900-gdf79404cd8, Yosys 0.63+post, stock flow scripts
make -C /OpenROAD-flow-scripts/flow DESIGN_CONFIG=/design/flow/config.mk WORK_HOME=/design/flow/orfs finish
### flow/config.mk
export PLATFORM = sky130hd
export DESIGN_NAME = stopwatch_min
export DESIGN_NICKNAME = stopwatch_min
export VERILOG_FILES = /design/flow/design.v
export SDC_FILE = /design/flow/constraint.sdc
export NUM_CORES = 4
export LEC_CHECK = 1
export CORE_UTILIZATION = 30
### flow/constraint.sdc
current_design stopwatch_min

set clk_period 7.0
set clk_io_pct 0.2

create_clock -name clk0 -period $clk_period [get_ports {clk}]

set non_clock_inputs [all_inputs -no_clocks]
set_input_delay [expr $clk_period * $clk_io_pct] -clock clk0 $non_clock_inputs
set_output_delay [expr $clk_period * $clk_io_pct] -clock clk0 [all_outputs]
### flow/design.v
module stopwatch_min (clk, reset, enable, bcd, display, display10, tc);
	parameter N=60, M=6;
	input clk, reset, enable;
	output [M-1:0] bcd;
	output [6:0] display, display10;
	output tc;
	reg [M-1:0] bcd;
	reg [6:0] display, display10;
	integer a,mr, mr10;
	assign tc = (bcd == N-1) & enable;
	always @(posedge clk or posedge reset) begin
		if (reset) begin
			bcd = 0;
			mr = 0;
			mr10 = 0;
			display = 7'b000_0001;
			display10 = 7'b000_0001;
		end
		else if(enable) begin
			if(a == 249999) begin
				a=0;
				if(bcd == N-1) begin bcd = 0; mr10 = 0; mr = 0; end
				else begin 
					bcd = bcd + 1;
					if(bcd <10) begin mr10 = 0; mr = bcd; end
					else if(bcd <20) begin mr10 = 1; mr = bcd-10; end
					else if(bcd <30) begin mr10 = 2; mr = bcd-20; end
					else if(bcd <40) begin mr10 = 3; mr = bcd-30; end
					else if(bcd <50) begin mr10 = 4; mr = bcd-40; end
					else begin mr10 = 5; mr = bcd-50; end
				end
					case (mr)
						0:display = 7'b000_0001;
						1:display = 7'b100_1111;
						2:display = 7'b001_0010;
						3:display = 7'b000_0110;
						4:display = 7'b100_1100;
						5:display= 7'b010_0100;
						6:display = 7'b010_0000;
						7:display = 7'b000_1111;
						8:display = 7'b000_0000;
						9:display = 7'b000_0100;
						default: display = 7'b100_1111;
					endcase
					case (mr10)
						0:display10 = 7'b000_0001;
						1:display10 = 7'b100_1111;
						2:display10 = 7'b001_0010;
						3:display10 = 7'b000_0110;
						4:display10 = 7'b100_1100;
						5:display10 = 7'b010_0100;
						default: display10 = 7'b100_1111;
					endcase
			end
			else
				a = a + 1;
		end
	end
endmodule 
==> reports/qor.yml <==
run_status:
  status: "finished, final reports clean"
cts:
  cts_tree: "yes"
  clk_path_buf_depth: 2
  root_buffer: "clkbuf_8"
  ctsHoldBuffers: 0
  cts_max_level: 2
  cts-resized-gates: 0
  clk_latency_ns: 0.31
  clock_sinks: 51
  cts_setup_buffers: 0
  clkTransAtPathRegs_ns: 0.10
  cts_buffers: 5
synth:
  yosys-top-cells-area: "edfxtp_1 30%, dfrtp_1 13%, xnor2_1 5.2%"
  seq_area_frac_synth_pct: 45.0
  yosys.cell_count.top_type: "nand2_1"
  synth-async-reset-ratio_pct: 37.3
  yosys_area_mm2: 0.00320
  synth_area_mm2: 0.00320
  ys_cells: 322
  numSynthFlops: 51
  synth_cells: 322
  synth.distinct_cells: 54
  ys_warn_count: 1
  top_cell_area_share_pct: 30.0
  avgSynthCellArea_um2: 9.94
  yosysTopAreaCell: "edfxtp_1"
  edf_count: 32
  synthFlopType: "edfxtp_1"
  top_cells_by_count: "43 x nand2_1, 32 x edfxtp_1, 27 x nor2_1, 19 x xnor2_1, 18 x nand3_1"
pwr:
  p_clk_share_pct: 33.6
  intPower_mw: 0.410
  power.total_mw: 0.533
  power_frac_seq_pct: 63.1
  power.switching_mw: 0.123
  power_frac_comb_pct: 3.3
  cellLeakagePower_nw: 1.39
  power_density_mw_per_mm2: 147
  swShare_pct: 23.0
  max-vdd-ir-drop_mv: 0.0780
grt:
  overflow: 0
  grt.total_usage_pct: 12.1
  grt_pass1_wl_um: 10600
  antenna_found_initial: 0
  grt_pass1_vias: 2148
  grt_max_degree: 33
route:
  post_drt_wl_per_cell_um: 13.0
  first_pass_iters: 4
  wirelength_um: 6190
  vias_per_cell: 4.89
  ant_nets: 0
  via_count: 2330
  drtIter0Drc: 133
  diodes: 0
  drc: 0
critical_path:
  startpoint_type: "input port"
  crit_fanout: 4
  required_ns: 5.60
  end_kind: "output pin"
  crit_family: "buffers and inverters"
  worstPathArrival_ns: 2.60
  path_cells: "clkdlybuf4s50_1 -> and2_1 -> clkdlybuf4s50_1"
  critical_path_class: "in2out"
  cp_common_cell: "clkdlybuf4s50_1"
  critical_path.max_stage_delay_ns: 0.57
  slowest_stage: "clkdlybuf4s50_1"
  worst-path-buf-inv: 2
final_timing:
  fin_worst_skew_ns: 0.0125
  fmax_mhz: 250
  tns_ns: 0
  period_needed_ns: 4.00
  grt_setup_unrepaired: "no"
  slew-limit-headroom_pct: 47.9
  final.period_utilization_pct: 57.2
  finalHoldViolations: 0
  layout_setup_ws_ns: 3.00
  slew_violations: 0
  tightest_slew_ns: 0.781
  setup_viol: 0
min_path:
  min_path_type: "reg2reg"
floorplan:
  initial_core_util_pct: 31.0
  die_x_um: 105
  die_y_um: 105
  fp-row-count: 37
  io_pins: 24
  coreArea_mm2: 0.0103
  die-area_mm2: 0.0111
job:
  warnings: 30
  maxCapViolations: 0
finish:
  area_growth_pct: 13.6
  fill_cells: 1005
  drive_gt1_share_pct: 9.12
placed_design:
  place.gp.congestion: 0.800
  hpwl_um: 4330
  port_buffers: 23
  place_ws_ns: 2.98
## routing by layer
| layer | global-route usage (%) | vias up | part of all wire, % |
|---|---|---|---|
| met5 | 0 | - | 0 |
| met4 | 1.01 | 0 | 1.0 |
| met3 | 2.02 | 5 | 3.0 |
| met2 | 18.9 | 30 | 46 |
| met1 | 19.1 | 1120 | 50 |
| li1 | - | 1175 | - |
## cells by family after synthesis
kind of cell	count (synthesis)	share of synthesized area [%]
flops	51	45.0
buf+inv	27	3.83
xor+xnor	37	11.4
mux	9	2.93
compound gates	49	11.2
fa+ha+maj	9	3.52
simple gates	140	22.1
## through the flow
| stage | utilization, % | hold slack [ns] | cells | instance area [um^2] |
|---|---|---|---|---|
| floorplan | - | 0.414 | 322 | 3200 |
| global placement | 34.3 | 0.456 | 468 | 3540 |
| detailed placement | 34.3 | 0.456 | 468 | 3540 |
| CTS | 35.2 | 0.471 | 476 | 3640 |
| global route | 35.2 | 0.492 | 476 | 3640 |
| finish | 35.2 | 0.466 | 476 | 3640 |
## state kept, by name (all words and copies together), names as in the netlist
signal,flops
a,32
bcd,6
display10,6
display,7
## layout by cell type (no fill, tap or decap), types with 2 or more instances in the layout
master / Yosys / routed
or2_1: 2 / 2
mux2_2: 3 / 3
a21o_1: 5 / 5
nor4_1: 4 / 4
nand2_1: 43 / 43
nand4_1: 7 / 7
nor4b_1: 2 / 2
a211oi_4: 2 / 2
nand3_2: 2 / 2
o31ai_1: 2 / 2
dfstp_2: 2 / 2
xnor2_2: 2 / 2
nand4b_1: 2 / 2
a21oi_1: 8 / 8
clkbuf_8: 0 / 5
edfxtp_1: 32 / 32
dfrtp_1: 17 / 17
ha_1: 9 / 9
xor2_1: 14 / 14
inv_1: 12 / 12
a211o_1: 3 / 3
nand3_1: 18 / 18
xnor2_1: 19 / 19
buf_4: 3 / 2
o21ai_1: 9 / 9
o21ai_0: 11 / 11
and3_1: 8 / 8
clkdlybuf4s50_1: 0 / 23
and2_1: 4 / 4
mux2i_1: 6 / 6
nor2_1: 27 / 27
nor3_1: 10 / 10
## power by group through the flow
stage / registers, mW / logic, mW / clock network (mW)
6_report: 0.336 / 0.0177 / 0.179
4_1_cts: 0.336 / 0.0180 / 0.188
5_1_grt: 0.337 / 0.0198 / 0.203
## worst register-to-register path, cell delays in order, from the launching register on
cell and delay, ns:
dfrtp_1 0.49, ha_1 0.33, xor2_1 0.40, inv_1 0.20, ha_1 0.35, nand4_1 0.13
a211o_1 0.12, o311ai_0 0.12, o21ai_1 0.25, nand2_1 0.09, mux2i_1 0.50, inv_1 0.14
ha_1 0.21, inv_1 0.06, mux2i_1 0.07, mux2i_1 0.16, o21ai_1 0.07
## area by class of cell
class / count / area [um^2] / share of cell area, %
Clock inverter: 3 / 27.5 / 0.757
Timing Repair Buffer: 25 / 245 / 6.74
Inverter: 12 / 45.0 / 1.24
Sequential cell: 51 / 1440 / 39.6
Clock buffer: 5 / 68.8 / 1.89
Multi-Input combinational cell: 244 / 1640 / 45.1
Tap cell: 136 / 170 / 4.68
## worst paths after layout
| check | start | end | slack (ns) | cells past startpoint |
|---|---|---|---|---|
| max | enable | tc | 3.00 | 3 |
| max reg2reg | bcd[0] | display[1] | 3.18 | 16 |
| min in group asynchronous | reset | display10[1] | 1.59 | 2 |
| min reg2reg | display[0] | display[0] | 0.47 | 2 |
| max in group asynchronous | reset | display[5] | 4.92 | 2 |
| min | display[0] | display[0] | 0.47 | 2 |
Power and IR drop assume default switching activity.
