File: ./run.sh
#!/bin/bash
# OpenROAD 26Q1-2900-gdf79404cd8, Yosys 0.63+post, stock flow scripts
make -C /OpenROAD-flow-scripts/flow DESIGN_CONFIG=/design/flow/config.mk WORK_HOME=/design/flow/orfs finish
File: ./constraint.sdc
current_design stopwatch_sec

set clk_period 5.3
set clk_io_pct 0.2

create_clock -name clk0 -period $clk_period [get_ports {clk}]

set non_clock_inputs [all_inputs -no_clocks]
set_input_delay [expr $clk_period * $clk_io_pct] -clock clk0 $non_clock_inputs
set_output_delay [expr $clk_period * $clk_io_pct] -clock clk0 [all_outputs]
File: ./design.v
module stopwatch_sec(clk, reset, enable, bcd, display, display10, tc);
	parameter N=60, M=6;
	input clk, reset, enable;
	output [M-1:0] bcd;
	output [6:0] display, display10;
	output tc;
	reg [M-1:0] bcd;
	reg [6:0] display, display10;
	integer a,sr, sr10;
	assign tc = (bcd == N-1) & enable;
	always @(posedge clk or posedge reset) begin
		if (reset) begin
			bcd = 0;
			sr = 0;
			sr10 = 0;
			display = 7'b000_0001;
			display10 = 7'b000_0001;
		end
		else if(enable) begin
			if(a == 249999) begin
				a=0;
				if(bcd == N-1) begin bcd = 0; sr10 = 0; sr = 0; end
				else begin 
					bcd = bcd + 1;
					if(bcd <10) begin sr10 = 0; sr = bcd; end
					else if(bcd <20) begin sr10 = 1; sr = bcd-10; end
					else if(bcd <30) begin sr10 = 2; sr = bcd-20; end
					else if(bcd <40) begin sr10 = 3; sr = bcd-30; end
					else if(bcd <50) begin sr10 = 4; sr = bcd-40; end
					else begin sr10 = 5; sr = bcd-50; end
				end
					case (sr)
						0:display = 7'b000_0001;
						1:display = 7'b100_1111;
						2:display = 7'b001_0010;
						3:display = 7'b000_0110;
						4:display = 7'b100_1100;
						5:display=  7'b010_0100;
						6:display = 7'b010_0000;
						7:display = 7'b000_1111;
						8:display = 7'b000_0000;
						9:display = 7'b000_0100;
						default: display = 7'b100_1111;
					endcase
					case (sr10)
						0:display10 = 7'b000_0001;
						1:display10 = 7'b100_1111;
						2:display10 = 7'b001_0010;
						3:display10 = 7'b000_0110;
						4:display10 = 7'b100_1100;
						5:display10 = 7'b010_0100;
						default: display10 = 7'b100_1111;
					endcase		
			end
			else
				a = a + 1;
		end
	end
endmodule 
File: ./config.mk
export PLATFORM = sky130hd
export DESIGN_NAME = stopwatch_sec
export DESIGN_NICKNAME = stopwatch_sec
export VERILOG_FILES = /design/flow/design.v
export SDC_FILE = /design/flow/constraint.sdc
export NUM_CORES = 4
export LEC_CHECK = 1
export CORE_UTILIZATION = 50
==> results.cfg <==
; physical design summary
[power_and_ir_drop]
share_clk_of_total_power = 0.373
combPwrFrac = 0.031
power.density_cell_area_mw_per_mm2 = 208.2
power_switching_w = 0.0001574
max-vdd-ir-drop_mv = 0.1260
power.internal_w = 0.0005869
cellLeakagePower_nw = 1.399
power.share.sequential = 0.596
sw_frac_of_total = 0.2114

[final_timing]
setup_viol_count_final = 0
fin_crit_sh = 0.6955
final_max_slew_viol_count = 0
period_needed_ps = 3686
max_clock_freq_mhz = 271.3
final_hold_viol_count = 0
unrepaired_setup_endpoints_after_global_routing = no
finClkSkew_ps = 6.420
fin_ws_ps = 1614
timing_worst_slew_pin_value_ps = 739.6
fin_setup_tns_ps = 0
timing.slew.headroom = 0.5064

[routing]
route.final.wire_length_um = 6162
detailroute.via_count = 2291
post-route-drc-count = 0
first_iter_violations = 104
antenna_left = 0
first_pass_iters = 4
num_antenna_cells = 0
detail_route.wl_per_cell_um = 14.85
vias_per_cell = 5.520

[global_routing]
grt_pass1_wl_um = 10100
gr-usage-met1 = 0.3901
gr-usage-met3 = 0.03495
largest_net_degree_at_the_start_of_global_routing = 33
antenna_found_initial = 0
grt_use_met2 = 0.2793
number_of_global_route_vias_before_repair = 2097
grtUsageTotal = 0.2099
grt-ovfl-total = 0
grt-busiest-layer = met1

[flow_run]
warnings = 31
maxCapViolCount = 0

[clocking]
clockBufferDepth = 2
cts.htree.levels = 2
postCtsHoldBufs = 0
cts.reportedPaths.clkPinSlew_ps = 90
number_of_setup_buffers_added_after_cts = 0
cts.root.buffer_cell = sky130_fd_sc_hd__clkbuf_8
cts_tree = yes
cts_resized = 0
clock_latency_ps = 310
numCtsBuffers = 5
cts.sink_count = 51

[yosys]
synth-seq-cells = 51
synth-edff-count = 32
ys_seq_frac = 0.4497
synth_async_sr_flop_share = 0.3725
synth.distinct_cells = 54
postSynthAreaPerCell_sq_um = 9.936
flop_cell = sky130_fd_sc_hd__edfxtp_1
yosysCellCount = 322
synth_area_sq_mm = 0.003199
post_synth_inst_count = 322
synth_warnings = 1
synth_chip_area_sq_mm = 0.003199

[floorplanning]
die.size.x_um = 81.99
die_height_um = 81.99
init_core_util = 0.5279
pin_count = 24
core_sq_mm = 0.006061
dieArea_sq_mm = 0.006722
fp-row-count = 28

[finish]
drive_gt1_frac = 0.08824
flow.area_growth_from_synthesis_pct = 11.73
layout.cells.most_common_list = sky130_fd_sc_hd__nand2_1 (43), sky130_fd_sc_hd__edfxtp_1 (32), sky130_fd_sc_hd__nor2_1 (27)
layout_top_cell_excl_fill_tap = sky130_fd_sc_hd__nand2_1

[critical_path]
crit_arrival_ps = 3860
cp_endpoint_kind = flip-flop
cp-start-kind = flip-flop
timing.setup.critical_path_class = flip-flop to flip-flop
required_ps = 5470
critical_path.max_fanout = 8

[placement]
place.detailed.hpwl_um = 4376
placement.io_buffers = 23
place.gp.congestion = 0.9131
dp_slack_ps = 1630

[worst_hold_path]
tightest_hold_check_type = flip-flop to flip-flop

[status]
run_status = complete, no violations
power by group through the flow:
stage,registers (W),logic (W),clock network [W]
CTS,0.000444,0.0000235,0.000284
global route,0.000446,0.0000263,0.000300
finish,0.000444,0.0000229,0.000277
synthesized netlist by cell type (5+ instances only):
cell type                  count  area, sq um
sky130_fd_sc_hd__nand2_1      43        161.4
sky130_fd_sc_hd__edfxtp_1     32        960.9
sky130_fd_sc_hd__nor2_1       27        101.4
sky130_fd_sc_hd__xnor2_1      19        166.4
sky130_fd_sc_hd__nand3_1      18        90.09
sky130_fd_sc_hd__dfrtp_1      17        425.4
sky130_fd_sc_hd__xor2_1       14        122.6
sky130_fd_sc_hd__inv_1        12        45.04
sky130_fd_sc_hd__o21ai_0      11        55.05
sky130_fd_sc_hd__nor3_1       10        50.05
sky130_fd_sc_hd__clkbuf_1      9        33.78
sky130_fd_sc_hd__ha_1          9        112.6
sky130_fd_sc_hd__o21ai_1       9        45.04
sky130_fd_sc_hd__a21oi_1       8        40.04
sky130_fd_sc_hd__and3_1        8        50.05
sky130_fd_sc_hd__nand4_1       7        43.79
sky130_fd_sc_hd__mux2i_1       6        60.06
sky130_fd_sc_hd__a21o_1        5        37.54
worst paths after layout:
check / slack (ps) / to / startpoint / cells after the start
hold / removal: 470 / display[0]$_DFFE_PP1P_ / display[0]$_DFFE_PP1P_ / 2
max in group asynchronous: 3620 / bcd[4]$_DFFE_PP0P_ / reset / 2
setup reg to reg: 1610 / display[1]$_DFFE_PP0P_ / bcd[0]$_DFFE_PP0P_ / 15
hold reg to reg: 470 / display[0]$_DFFE_PP1P_ / display[0]$_DFFE_PP1P_ / 2
min in group asynchronous: 1220 / display[5]$_DFFE_PP0P_ / reset / 2
setup / recovery: 1610 / display[1]$_DFFE_PP0P_ / bcd[0]$_DFFE_PP0P_ / 15
cells by family (layout without fill, tap and decap cells):
logic type | after synthesis | count (layout) | share of synthesized area
xor gates and xnor gates | 37 | 37 | 0.1142
adders and majority gates | 9 | 9 | 0.03520
AOI/OAI and AO/OA | 49 | 49 | 0.1119
and+or+nand+nor | 140 | 140 | 0.2214
DFF | 51 | 51 | 0.4497
muxes | 9 | 9 | 0.02933
buffers and inverters | 27 | 45 | 0.03832
worst max-delay path, stage by stage (launching register included):
cell and delay, ps:
sky130_fd_sc_hd__dfrtp_1 460, sky130_fd_sc_hd__ha_1 320, sky130_fd_sc_hd__xor2_1 350, sky130_fd_sc_hd__inv_1 180, sky130_fd_sc_hd__ha_1 330, sky130_fd_sc_hd__nor2_1 200
sky130_fd_sc_hd__o311ai_0 170, sky130_fd_sc_hd__o21ai_1 250, sky130_fd_sc_hd__nand2_1 100, sky130_fd_sc_hd__mux2i_1 490, sky130_fd_sc_hd__inv_1 140, sky130_fd_sc_hd__ha_1 220
sky130_fd_sc_hd__inv_1 70, sky130_fd_sc_hd__mux2i_1 60, sky130_fd_sc_hd__mux2i_1 160, sky130_fd_sc_hd__o21ai_1 70
stage by stage:
stage / power (W) / hold WS (ps) / area [sq um] / cells / utilization
floorplan: 0.0004672 / 414.3 / 3199 / 322 / -
global placement: 0.0004755 / 452.1 / 3463 / 407 / 0.5714
detailed placement: 0.0004758 / 455.6 / 3463 / 407 / 0.5714
CTS: 0.0007518 / 472.1 / 3575 / 415 / 0.5898
global route: 0.0007720 / 488.7 / 3575 / 415 / 0.5898
finish: 0.0007443 / 469.5 / 3575 / 415 / 0.5898
metal layers:
| layer | part of all wire | wire length [um] |
|---|---|---|
| met5 | 0 | 0 |
| met4 | 0.012 | 76 |
| met3 | 0.039 | 239 |
| met2 | 0.41 | 2506 |
| met1 | 0.54 | 3339 |
area by class of cell:
type                            instances  area (sq um)
Inverter                               12         45.04
Sequential cell                        51          1439
Fill cell                             510          2486
Multi-Input combinational cell        244          1640
Timing Repair Buffer                   25         245.2
Clock buffer                            6         72.57
Clock inverter                          2         38.79
Tap cell                               75         93.84
flip-flops by register name, summed over array words and instances, names as in the netlist:
name and count:
a 32, display 7, bcd 6, display10 6
Power figures rest on the tool's default switching activity, not on a simulated workload.
