## design/flow/config.mk

```make
export PLATFORM = sky130hd
export DESIGN_NAME = watch_project
export DESIGN_NICKNAME = watch_project
export VERILOG_FILES = /design/flow/design.v
export SDC_FILE = /design/flow/constraint.sdc
export NUM_CORES = 4
export LEC_CHECK = 1
export CORE_UTILIZATION = 40
```

## design/flow/constraint.sdc

```tcl
current_design watch_project

set clk_period 10.4
set clk_io_pct 0.2

create_clock -name clk0 -period $clk_period [get_ports {clk}]

set non_clock_inputs [all_inputs -no_clocks]
set_input_delay [expr $clk_period * $clk_io_pct] -clock clk0 $non_clock_inputs
set_output_delay [expr $clk_period * $clk_io_pct] -clock clk0 [all_outputs]
```

## design/flow/design.v

```verilog
module controller (clk, reset, b0, b1, tc_sec, tc_min, en_sec, en_min, en_hour, 
state,stop_enable_sec,stop_enable_min,stopwatch_tc,stopwatch,add_hour,add_min);
	input clk, reset, b0, b1, tc_sec, tc_min,stopwatch_tc;
	output en_sec, en_min, en_hour,stop_enable_sec,stop_enable_min,stopwatch,add_hour,add_min;
	output [5:0] state;
	reg [5:0] state;
	reg inc_min = 1, inc_hour = 1;
	integer a;
	parameter s0 = 1, s10 = 4, s11 = 6, s12 = 5, s20 = 8, s21 = 10, s22 = 9, s30 = 16, s31 = 18, s32 = 17;
	always @(posedge clk or posedge reset) begin
		if (reset) state <= s0;
		else begin
			if(a == 20000000) begin
				a=0;
				case (state)
					s0: if(!b0) state <= s10; 		 
						else if(!b1) state <= s30;
					s10: if(!b0) state <=s0; 		 
						else if(!b1) state <= s11;
					s11: if(!b1) state <= s12;		 
					s12: if(!b1) state <= s10;		 
					s30: if(!b0) state <= s31;		 
						else if(!b1) state <= s0;
					s31: if(!b0) state <= s32;		 
					s32: if(!b0) state <= s30;		 
						else if(!b1) state <= s0;
				default : state <= s0;
			endcase
			end
			else
				a = a + 1;
		end
	end 
	assign en_sec = ((state == 4) | (state == 6) | (state == 5)) ? 0 : 1;
	assign en_min = (state == 5) ? 0 : tc_sec;
	assign en_hour = (state == 6) ? 0: tc_min;
	assign add_hour = ((state==6)&(!b0))? 1:0;
	assign add_min = ((state==5)&(!b0))? 1:0;
	assign alarm = ((state == 8) | (state == 10) | (state == 9)) ? 0 : 1;
	assign stopwatch = ((state==16)|(state==17)|(state==18)) ? 1: 0;
	assign stop_enable_sec = ((state==18)& (state!=17)) ? 1 : 0;
	assign stop_enable_min = stopwatch_tc;
endmodule 
module count_display_hour (clk, reset, enable, display, display10,stop_enable_sec,stopwatch,add_hour);
	parameter N=24, M=5;
	input clk, reset, enable,stop_enable_sec,add_hour,stopwatch;
	output [6:0] display, display10;
	reg [M-1:0] bcd;
	reg [6:0] display, display10;
	integer a,hr,hr10,check;
	always @(posedge clk or posedge reset) begin
		if (reset) begin
			bcd = 0;
			hr=0;
			hr10=0;
			display = 7'b000_0001;
			display10 = 7'b000_0001;
		end
		else if(stopwatch & (check==0))begin
				display = 7'b000_0001;
				display10 = 7'b000_0001;
				check=1;
		end
		else if(add_hour) begin 
		if(a == 49999999) begin
				a=0;
				if(bcd == N-1) begin bcd = 0; hr10 = 0; hr = 0; end
				else begin 
					bcd = bcd + 1;
					if(bcd < 10) begin hr10 = 0; hr = bcd; end
					else if(bcd < 20) begin hr10 = 1; hr = bcd - 10; end
					else begin hr10 = 2; hr = bcd - 20; end
				end
				if(!stop_enable_sec)begin
					case (hr)
						0:display = 7'b000_0001;
						1:display = 7'b100_1111;
						2:display = 7'b001_0010;
						3:display = 7'b000_0110;
						4:display = 7'b100_1100;
						5:display=  7'b010_0100;
						6:display = 7'b010_0000;
						7:display = 7'b000_1111;
						8:display = 7'b000_0000;
						9:display = 7'b000_0100;
						default: display = 7'b100_1111;
					endcase
					case (hr10)
						0:display10 = 7'b000_0001;
						1:display10 = 7'b100_1111;
						2:display10 = 7'b001_0010;
						default: display10 = 7'b100_1111;
					endcase
				end
			end
			else
				a = a + 1;
		end
		else if(enable) begin
			if(a == 49999999) begin
				a=0;
				if(bcd == N-1) begin bcd = 0; hr10 = 0; hr = 0; end
				else begin 
					bcd = bcd + 1;
					if(bcd < 10) begin hr10 = 0; hr = bcd; end
					else if(bcd < 20) begin hr10 = 1; hr = bcd - 10; end
					else begin hr10 = 2; hr = bcd - 20; end
				end
				if(!stop_enable_sec)begin
					case (hr)
						0:display = 7'b000_0001;
						1:display = 7'b100_1111;
						2:display = 7'b001_0010;
						3:display = 7'b000_0110;
						4:display = 7'b100_1100;
						5:display=  7'b010_0100;
						6:display = 7'b010_0000;
						7:display = 7'b000_1111;
						8:display = 7'b000_0000;
						9:display = 7'b000_0100;
						default: display = 7'b100_1111;
					endcase
					case (hr10)
						0:display10 = 7'b000_0001;
						1:display10 = 7'b100_1111;
						2:display10 = 7'b001_0010;
						default: display10 = 7'b100_1111;
					endcase
				end
			end
			else
				a = a + 1;
			if(stop_enable_sec)begin display =7'b000_0001; display10 = 7'b000_0001;end
		end
	end
endmodule 
	module count_display_min (clk, reset, enable ,display, display10, tc,stop_enable_sec,stop_enable_min,stopwatch,add_min);
	parameter N=60, M=6;
	input clk, reset, enable;
	input stop_enable_min,stop_enable_sec,stopwatch,add_min;
	output [6:0] display, display10;
	output tc;
	reg [M-1:0] bcd,stop_bcd;
	reg [6:0] display, display10;
	integer a,mr, mr10, stop_a,stop_mr,stop_mr10,check,check_return;
	assign tc = (bcd == N-1) & enable;
	always @(posedge clk or posedge reset) begin
		if (reset) begin
			bcd = 0;
			mr = 0;
			mr10 = 0;
			display = 7'b000_0001;
			display10 = 7'b000_0001;
		end
		else if(add_min) begin 
		if(a == 49999999) begin
			a=0;
			if(bcd == N-1) begin bcd = 0; mr10 = 0; mr = 0; end
			else begin 
				bcd = bcd + 1;
				if(bcd <10) begin mr10 = 0; mr = bcd; end
				else if(bcd <20) begin mr10 = 1; mr = bcd-10; end
				else if(bcd <30) begin mr10 = 2; mr = bcd-20; end
				else if(bcd <40) begin mr10 = 3; mr = bcd-30; end
				else if(bcd <50) begin mr10 = 4; mr = bcd-40; end
				else begin mr10 = 5; mr = bcd-50; end
			end
			check=0;
			case (mr)
				0:display = 7'b000_0001;
				1:display = 7'b100_1111;
				2:display = 7'b001_0010;
				3:display = 7'b000_0110;
				4:display = 7'b100_1100;
				5:display=  7'b010_0100;
				6:display = 7'b010_0000;
				7:display = 7'b000_1111;
				8:display = 7'b000_0000;
				9:display = 7'b000_0100;
				default: display = 7'b100_1111;
			endcase
			case (mr10)
				0:display10 = 7'b000_0001;
				1:display10 = 7'b100_1111;
				2:display10 = 7'b001_0010;
				3:display10 = 7'b000_0110;
				4:display10 = 7'b100_1100;
				5:display10 = 7'b010_0100;
				default: display10 = 7'b100_1111;
			endcase
		end
		else begin
			a= a+1;
		end
		end
		else if(stopwatch & (check==0) & (check_return==0))begin
				display = 7'b000_0001;
				display10 = 7'b000_0001;
				check=1;
		end
		else if(stopwatch & (check==0)&(check_return==1))begin
			case (stop_mr)
						0:display = 7'b000_0001;
						1:display = 7'b100_1111;
						2:display = 7'b001_0010;
						3:display = 7'b000_0110;
						4:display = 7'b100_1100;
						5:display=  7'b010_0100;
						6:display = 7'b010_0000;
						7:display = 7'b000_1111;
						8:display = 7'b000_0000;
						9:display = 7'b000_0100;
						default: display = 7'b100_1111;
					endcase
					case (stop_mr10)
						0:display10 = 7'b000_0001;
						1:display10 = 7'b100_1111;
						2:display10 = 7'b001_0010;
						3:display10 = 7'b000_0110;
						4:display10 = 7'b100_1100;
						5:display10 = 7'b010_0100;
						default: display10 = 7'b100_1111;
					endcase
				check=1;
		end
		else if((check==1) & !stopwatch & !enable)begin
				display = 7'b000_0001;
				display10 = 7'b000_0001;
				check=0;
		end
		else if(enable | stop_enable_min) begin
			if(enable) begin
				if(a == 49999999) begin
					a=0;
					if(bcd == N-1) begin bcd = 0; mr10 = 0; mr = 0; end
					else begin 
						bcd = bcd + 1;
						if(bcd <10) begin mr10 = 0; mr = bcd; end
						else if(bcd <20) begin mr10 = 1; mr = bcd-10; end
						else if(bcd <30) begin mr10 = 2; mr = bcd-20; end
						else if(bcd <40) begin mr10 = 3; mr = bcd-30; end
						else if(bcd <50) begin mr10 = 4; mr = bcd-40; end
						else begin mr10 = 5; mr = bcd-50; end
					end
					if(!stopwatch) begin
						check=0;
						case (mr)
							0:display = 7'b000_0001;
							1:display = 7'b100_1111;
							2:display = 7'b001_0010;
							3:display = 7'b000_0110;
							4:display = 7'b100_1100;
							5:display=  7'b010_0100;
							6:display = 7'b010_0000;
							7:display = 7'b000_1111;
							8:display = 7'b000_0000;
							9:display = 7'b000_0100;
							default: display = 7'b100_1111;
						endcase
						case (mr10)
							0:display10 = 7'b000_0001;
							1:display10 = 7'b100_1111;
							2:display10 = 7'b001_0010;
							3:display10 = 7'b000_0110;
							4:display10 = 7'b100_1100;
							5:display10 = 7'b010_0100;
							default: display10 = 7'b100_1111;
						endcase
					end 
				end
				else begin
					a= a+1;
				end
			end 
			if(stop_enable_min) begin	 
				check_return=1;
				if(stop_a == 499999) begin
					stop_a=0;
					if(stop_bcd == N-1) begin stop_bcd = 0; stop_mr10 = 0; stop_mr = 0; end
					else begin 
						stop_bcd = stop_bcd + 1;
						if(stop_bcd <10) begin stop_mr10 = 0; stop_mr = stop_bcd; end
						else if(stop_bcd <20) begin stop_mr10 = 1; stop_mr = stop_bcd-10; end
						else if(stop_bcd <30) begin stop_mr10 = 2; stop_mr = stop_bcd-20; end
						else if(stop_bcd <40) begin stop_mr10 = 3; stop_mr = stop_bcd-30; end
						else if(stop_bcd <50) begin stop_mr10 = 4; stop_mr = stop_bcd-40; end
						else begin stop_mr10 = 5; stop_mr = stop_bcd-50; end
					end
					case (stop_mr)
						0:display = 7'b000_0001;
						1:display = 7'b100_1111;
						2:display = 7'b001_0010;
						3:display = 7'b000_0110;
						4:display = 7'b100_1100;
						5:display=  7'b010_0100;
						6:display = 7'b010_0000;
						7:display = 7'b000_1111;
						8:display = 7'b000_0000;
						9:display = 7'b000_0100;
						default: display = 7'b100_1111;
					endcase
					case (stop_mr10)
						0:display10 = 7'b000_0001;
						1:display10 = 7'b100_1111;
						2:display10 = 7'b001_0010;
						3:display10 = 7'b000_0110;
						4:display10 = 7'b100_1100;
						5:display10 = 7'b010_0100;
						default: display10 = 7'b100_1111;
					endcase
				end else stop_a =stop_a + 1;	
			end
		end 
	end
endmodule 
module count_display_sec(clk, reset, set_outside, set_inside, enable, display, display10, tc, stop_enable_sec, stopwatch_tc,stopwatch);
	parameter N=60, M=6;
	input clk, reset, enable, set_outside, set_inside,stop_enable_sec,stopwatch;
	output [6:0] display, display10;
	output tc,stopwatch_tc;
	reg [M-1:0] bcd,stop_bcd;
	reg [6:0] display, display10;
	integer a,sr, sr10,stop_a,stop_sr,stop_sr10,check,check_return;
	assign tc = (bcd == N-1) & enable;
	assign stopwatch_tc = (stop_bcd == N-1) & stop_enable_sec;
	always @(posedge clk or posedge reset) begin
		if (reset) begin
			bcd = 0;
			sr = 0;
			sr10 = 0;
			check=0;
			display = 7'b000_0001;
			display10 = 7'b000_0001;
		end
		else if(stopwatch & (check==0) &(check_return==0))begin
				display = 7'b000_0001;
				display10 = 7'b000_0001;
				check=1;
		end
		else if(stopwatch & (check==0)&(check_return==1))begin
			case (stop_sr)
						0:display = 7'b000_0001;
						1:display = 7'b100_1111;
						2:display = 7'b001_0010;
						3:display = 7'b000_0110;
						4:display = 7'b100_1100;
						5:display=  7'b010_0100;
						6:display = 7'b010_0000;
						7:display = 7'b000_1111;
						8:display = 7'b000_0000;
						9:display = 7'b000_0100;
						default: display = 7'b100_1111;
					endcase
					case (stop_sr10)
						0:display10 = 7'b000_0001;
						1:display10 = 7'b100_1111;
						2:display10 = 7'b001_0010;
						3:display10 = 7'b000_0110;
						4:display10 = 7'b100_1100;
						5:display10 = 7'b010_0100;
						default: display10 = 7'b100_1111;
					endcase
				check=1;
		end
		else if((check==1) & !stopwatch & !enable)begin
			display = 7'b000_0001;
			display10 = 7'b000_0001;
			check=0;
		end
		else if(enable) begin
			if(a == 49999999) begin
				a=0;
				if(bcd == N-1) begin bcd = 0; sr10 = 0; sr = 0; end
				else begin 
					bcd = bcd + 1;
					if(bcd <10) begin sr10 = 0; sr = bcd; end
					else if(bcd <20) begin sr10 = 1; sr = bcd-10; end
					else if(bcd <30) begin sr10 = 2; sr = bcd-20; end
					else if(bcd <40) begin sr10 = 3; sr = bcd-30; end
					else if(bcd <50) begin sr10 = 4; sr = bcd-40; end
					else begin sr10 = 5; sr = bcd-50; end
				end
				if(!stopwatch) begin
					case (sr)
						0:display = 7'b000_0001;
						1:display = 7'b100_1111;
						2:display = 7'b001_0010;
						3:display = 7'b000_0110;
						4:display = 7'b100_1100;
						5:display=  7'b010_0100;
						6:display = 7'b010_0000;
						7:display = 7'b000_1111;
						8:display = 7'b000_0000;
						9:display = 7'b000_0100;
						default: display = 7'b100_1111;
					endcase
					case (sr10)
						0:display10 = 7'b000_0001;
						1:display10 = 7'b100_1111;
						2:display10 = 7'b001_0010;
						3:display10 = 7'b000_0110;
						4:display10 = 7'b100_1100;
						5:display10 = 7'b010_0100;
						default: display10 = 7'b100_1111;
					endcase
				end 
			end
			else begin
				a= a+1;
			end
			if(stop_enable_sec) begin	 
				check_return=1;
				if(stop_a == 499999) begin
					stop_a=0;
					if(stop_bcd == N-1) begin stop_bcd = 0; stop_sr10 = 0; stop_sr = 0; end
					else begin 
						stop_bcd = stop_bcd + 1;
						if(stop_bcd <10) begin stop_sr10 = 0; stop_sr = stop_bcd; end
						else if(stop_bcd <20) begin stop_sr10 = 1; stop_sr = stop_bcd-10; end
						else if(stop_bcd <30) begin stop_sr10 = 2; stop_sr = stop_bcd-20; end
						else if(stop_bcd <40) begin stop_sr10 = 3; stop_sr = stop_bcd-30; end
						else if(stop_bcd <50) begin stop_sr10 = 4; stop_sr = stop_bcd-40; end
						else begin stop_sr10 = 5; stop_sr = stop_bcd-50; end
					end
					case (stop_sr)
						0:display = 7'b000_0001;
						1:display = 7'b100_1111;
						2:display = 7'b001_0010;
						3:display = 7'b000_0110;
						4:display = 7'b100_1100;
						5:display=  7'b010_0100;
						6:display = 7'b010_0000;
						7:display = 7'b000_1111;
						8:display = 7'b000_0000;
						9:display = 7'b000_0100;
						default: display = 7'b100_1111;
					endcase
					case (stop_sr10)
						0:display10 = 7'b000_0001;
						1:display10 = 7'b100_1111;
						2:display10 = 7'b001_0010;
						3:display10 = 7'b000_0110;
						4:display10 = 7'b100_1100;
						5:display10 = 7'b010_0100;
						default: display10 = 7'b100_1111;
					endcase
				end else stop_a =stop_a + 1;	
			end
		end
	end
endmodule 
module watch_project (clk, reset, set_outside, set_inside, display_sec, display_sec10, display_min, display_min10, display_hour, display_hour10, state );
	input clk, reset, set_outside, set_inside;
	output [6:0] display_sec, display_sec10, display_min, display_min10, display_hour, display_hour10;
	output [5:0] state;
	wire en_sec, en_sec10, en_min, en_min10, en_hour, en_hour10,stop_enable_sec,stopwatch_tc,stopwatch,add_hour,add_min;
	count_display_sec #(60,6) u1 (clk, reset, set_outside, set_inside, en_sec, display_sec, display_sec10, tc_sec,stop_enable_sec, stopwatch_tc,stopwatch);
	count_display_min #(60,6) u2 (clk, reset, en_min, display_min, display_min10, tc_min,stop_enable_sec,stopwatch_tc,stopwatch,add_min);
	count_display_hour #(24,5) u3 (clk, reset, en_hour, display_hour, display_hour10,stop_enable_sec,stopwatch,add_hour);
	controller u6 (clk, reset, set_outside, set_inside, tc_sec, tc_min, en_sec, en_min, 
	en_hour, state, stop_enable_sec,stop_enable_min,stopwatch_tc,stopwatch,add_hour,add_min);
endmodule 
```

## design/flow/run.sh

```bash
#!/bin/bash
# OpenROAD 26Q1-2900-gdf79404cd8, Yosys 0.63+post, stock flow scripts
make -C /OpenROAD-flow-scripts/flow DESIGN_CONFIG=/design/flow/config.mk WORK_HOME=/design/flow/orfs finish
```

==> flow report <==
=======================================================================================
Capturing element type of the critical path ..............................    flip-flop
M3 GR Usage ..............................................................       0.0426
Final Routed Wirelength ..................................................     49700 µm
Register bit count reported by yosys .....................................          308
Fraction of synthesis flops using an asynchronous set or reset pin .......        0.208
Post-route fraction of the period consumed by the critical path ..........        0.470
Internal Dissipation .....................................................    0.00223 W
TritonCTS clock tree .....................................................        built
Chip area line of the yosys report .......................................    20300 µm²
Synth-to-layout area growth ..............................................        12.6%
Wire length of the first global-routing pass .............................     81500 µm
Part of the Yosys area used for sequential elements ......................        0.427
Chip height ..............................................................       227 µm
Vias in the first global route ...........................................        15400
Top cell area share ......................................................        0.322
Cell area reported after detailed placement ..............................    21600 µm²
Met2 demand-to-capacity share in global routing ..........................        0.292
Buffers & Inverters on Critical Path .....................................            1
Share of final-layout standard cells stronger than drive strength 1 ......       0.0681
Number of fill cells in the layout .......................................         4627
Worst Path Max Fanout ....................................................           20
Final count of hold timing violations ....................................            0
Post-synthesis cell count from yosys .....................................         2201
Final max-slew violation count ...........................................            0
Vias per cell ............................................................         5.62
Chip Width ...............................................................       227 µm
Fraction of power consumed by combinational cells ........................        0.043
Number of H-tree branching levels ........................................            2
Pre-antenna DRT Iters ....................................................            5
Type of the most critical hold path ......................................   reg -> reg
Hold-fix buffer count after cts ..........................................            0
Final instance area ......................................................    22900 µm²
Clk pin slew, worst setup/hold paths .....................................      0.07 ns
Setup skew after layout ..................................................    0.0164 ns
Final critical delay including setup and external delays .................      4.88 ns
Total Negative Setup Slacks ..............................................         0 ns
Setup repair after global routing missed its margin ......................           no
Max-cap check violation count ............................................            0
Average wire per standard cell ...........................................      16.9 µm
Top cell type by instance count after synthesis ..........................      nand2_1
Cell chain of the critical path .......................................... nand2_1 > o21a_1 > nor2_1 > clkinv_1 > ha_1 > nor2_1 > a31oi_1 > a41o_1 > a32oi_1 > o21bai_1 > nor2_1 > a21oi_1 > o22ai_1 > a22oi_1
Worst Setup Start Kind ...................................................    flip-flop
Post-CTS Repair Setup Buffers ............................................            0
HPWL after detailed placement ............................................     35800 µm
Count of mapped cells out of synthesis ...................................         2201
Tightest Pin Transition ..................................................     0.890 ns
Main flop type after synthesis ...........................................     edfxtp_1
Top cells by count ....................................................... nand2_1, nor2_1, edfxtp_1
Required @ worst endpoint ................................................     10.87 ns
Most prevalent standard cell on the critical path ........................       nor2_1
Post-synthesis cell type with the largest combined area ..................     edfxtp_1
Floorplan utilization ....................................................        0.405
Final setup violation count ..............................................            0
M1 GR Usage ..............................................................        0.336
Std-Cell Rows ............................................................           82
Top cell family by delay on the critical path ............................ AND-OR/OR-AND gates
Core Box Area ............................................................    50200 µm²
Switching power total ....................................................   0.000623 W
Leak pwr .................................................................      8.69 nW
EDFF count, synth ........................................................          218
Global route hottest layer ...............................................         met1
Achievable clock frequency ...............................................      205 MHz
Synthesis Warnings .......................................................            8
Port Buffer Count ........................................................           50
Count of pins on the block boundary ......................................           52
Outcome .................................................................. finished clean
PD cells .................................................................   124 nW/µm²
Average footprint of a synthesized cell ..................................     9.24 µm²
Switching Share ..........................................................        0.219
Number of antenna violations at the first check in global routing ........            0
Routability cong. ........................................................        0.967
Highest ir drop seen on vdd ..............................................       110 µV
Resized Gates After CTS ..................................................            0
Portion of total power attributed to sequential cells ....................        0.485
Total global routing overflow ............................................            0
Post-route antenna net violation count ...................................            0
Ant. Diodes ..............................................................            0
Normalized max-slew margin ...............................................        0.400
Delay of the slowest critical-path stage .................................      0.78 ns
Flip-flop and latch area .................................................     8680 µm²
Number of warnings in the stage logs .....................................           78
Clock share of power .....................................................        0.472
Largest net degree at the start of global routing ........................           52
Type of the worst setup path .............................................   reg -> reg
Via count ................................................................        16600
Clock buffer depth .......................................................            3
Count of unresolved DRC violations after routing .........................            0
Cell with the largest stage delay on the worst path ......................      dfrtp_1
Number of buffers added by the clock tree synthesis step .................           37
Area contributors post-synth ............................................. edfxtp_1, dfrtp_1, ha_1, xnor2_1, nand2_1
Total standard cell area after synthesis .................................    20300 µm²
Sinks on the clock net ...................................................          308
Master cell of the clock root buffer .....................................    clkbuf_16
Count of cell types in the netlist .......................................          101
Number of violations reported at the end of detailed-routing iteration 0 .         1330
Comb area ................................................................    11100 µm²
Total routing usage reported by global routing ...........................        0.203
Total Die Area ...........................................................    51800 µm²
Data arrival at the endpoint of the critical path ........................      5.36 ns
Clk latency of the worst-skew pair .......................................      0.56 ns
=======================================================================================
per-stage QoR:
| step | hold slack (ns) | setup WS (ns) | total power (W) | cells | utilization |
|---|---|---|---|---|---|
| 2_1_floorplan | 0.441 | 3.88 | 0.00147 | 2201 | - |
| 3_3_place_gp | 0.460 | 5.41 | 0.00153 | 2880 | 0.431 |
| 3_5_place_dp | 0.469 | 5.34 | 0.00153 | 2880 | 0.431 |
| 4_1_cts | 0.477 | 5.60 | 0.00290 | 2948 | 0.457 |
| 5_1_grt | 0.526 | 4.97 | 0.00296 | 2948 | 0.457 |
| 6_report | 0.475 | 5.52 | 0.00285 | 2948 | 0.457 |
per-layer routing:
layer / share of wire / vias to the layer above
met5: 0 / -
met4: 0.015 / 0
met3: 0.058 / 48
met2: 0.43 / 397
met1: 0.49 / 7929
li1: - / 8199
worst paths after layout:
check,endpoint,start,slack [ns],depth (start not counted)
max,u2.display[1],u2.bcd[3],5.52,14
min,u1.check[0],u1.check[0],0.47,2
max reg2reg,u2.display[1],u2.bcd[3],5.52,14
min reg2reg,u1.check[0],u1.check[0],0.47,2
max in group asynchronous,u3.display[2],reset,7.04,4
min in group asynchronous,u2.display[6],reset,2.14,3
logic make-up (layout without fill, tap and decap cells):
logic type | after synthesis | after routing | synth area share
compound gates | 451 | 451 | 0.145
other cells | 1 | 1 | 0.000184
xor+xnor | 217 | 217 | 0.0958
buf+inv | 149 | 224 | 0.0293
simple gates | 958 | 958 | 0.234
flops | 308 | 308 | 0.427
mux | 26 | 26 | 0.0131
fa+ha+maj | 91 | 91 | 0.0560
area by class of cell:
class / instances / share of cell area
tap: 672 / 0.0367
timing repair buffer: 81 / 0.0320
sequential: 308 / 0.379
multi-input combinational: 1744 / 0.484
clock inverter: 15 / 0.00808
inverter: 75 / 0.0124
clock buffer: 53 / 0.0476
flip-flops by register name, summed over array words and instances, names as in the netlist, named ones only:
register and count:
u2.stop_bcd 6, u6.a 32, u3.a 32, u2.display 7, u2.stop_mr10 5, u2.stop_mr 7
u2.stop_a 32, u1.bcd 6, u1.stop_a 32, u2.bcd 6, u1.check 2, u2.a 32
u3.bcd 5, u6.state 6, u1.a 32, u3.display 7, u3.display10 4, u1.display 7
u1.stop_bcd 6, u1.stop_sr 7, u2.display10 7, u2.check 2, u1.display10 7, u1.stop_sr10 5
placed cells by master (no fill, tap or decap), drive strengths merged, types with 10 or more instances in the layout:
cell	instances
o21ai	118
nor2	236
or3	22
xor2	88
xnor2	129
buf	31
clkinv	10
nand4	55
o211ai	17
clkdlybuf4s50	50
o31ai	20
and2	15
nor4	40
dfxtp	26
dfrtp	56
clkbuf	53
nand2b	16
edfxtp	218
a21o	11
and3	47
nand2	255
a31oi	24
a21oi	113
o21a	18
nor4b	24
nor2b	17
nand3	129
and4	13
a211oi	13
ha	91
nor3	60
mux2i	21
inv	76
worst reg2reg max path, cell delays in order, from the launching register on:
cell and delay (ns):
dfrtp_1 0.78, nand2_1 0.27, o21a_1 0.28, nor2_1 0.58, clkinv_1 0.40, ha_1 0.46
nor2_1 0.14, a31oi_1 0.05, a41o_1 0.22, a32oi_1 0.73, o21bai_1 0.27, nor2_1 0.10
a21oi_1 0.23, o22ai_1 0.11, a22oi_1 0.19
power groups by stage:
stage	clock network, W	registers, W	logic [W]
after CTS	0.00139	0.00138	0.000125
after global routing	0.00144	0.00139	0.000139
final	0.00134	0.00138	0.000123
Power is estimated from default activity; no workload was simulated.
